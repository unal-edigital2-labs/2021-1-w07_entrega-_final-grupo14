File: /design/flow/run.sh
#!/bin/bash
# OpenROAD 26Q1-2900-gdf79404cd8, Yosys 0.63+post, stock flow scripts
make -C /OpenROAD-flow-scripts/flow DESIGN_CONFIG=/design/flow/config.mk WORK_HOME=/design/flow/orfs finish
File: /design/flow/config.mk
export PLATFORM = sky130hd
export DESIGN_NAME = bloqueultrasonido
export DESIGN_NICKNAME = bloqueultrasonido
export VERILOG_FILES = /design/flow/design.v
export SDC_FILE = /design/flow/constraint.sdc
export NUM_CORES = 4
export LEC_CHECK = 1
export CORE_UTILIZATION = 50
File: /design/flow/constraint.sdc
current_design bloqueultrasonido

set clk_period 3.7
set clk_io_pct 0.2

create_clock -name clk0 -period $clk_period [get_ports {clk}]

set non_clock_inputs [all_inputs -no_clocks]
set_input_delay [expr $clk_period * $clk_io_pct] -clock clk0 $non_clock_inputs
set_output_delay [expr $clk_period * $clk_io_pct] -clock clk0 [all_outputs]
File: /design/flow/design.v
module	bloqueultrasonido	(
					output	[7:0]	d,
					output 		trigg,
					output 		DONE,
					input		clk,
          input		orden,
					input 		ECHO
				);
maquinadeestados		maquinadeestados0	(
								.orden	(		orden		),
								.clk	(		clk		),
								.ENABLE	(		ENABLE		),
								.reset	(		reset		)
							);
ultrasonido			ultrasonido0		(
								.clk	(		clk		),
								.ENABLE	(		ENABLE		),
								.reset	(		reset		),
								.ECHO	(		ECHO		),
								.d	(		d		),
								.trigg	(		trigg		),
								.DONE	(		DONE		)
							);
endmodule
module contador		(
				output wire	[7:0] count,
				output reg	pulse,
				output reg	calculate,
				input	ECHO,
				input	ENABLE,
				input	CLKOUT,
				input	reset
			);
	reg [7:0] count0;
	reg logico;
	initial 
	begin
		count0=0;
		pulse=0;
		calculate=0;
	end
	always@(posedge CLKOUT)
	begin
		logico=(count0[7]||count0[6]||count0[5]||count0[4]||count0[3]||count0[2]||count0[1]||count0[0]);
		if(reset)
		begin
			count0=0;
			calculate=0;
			pulse=0;
		end
		else
		begin
			if(ENABLE)
			begin
				pulse=1'b1;
			end
			if(ECHO)
			begin
				count0=count0+1;
			end
			if(!ECHO && logico)
			begin
				calculate = 1;
			end
		end
	end
	assign count = count0;
endmodule
module	divisor (
					input			reset,
					input		[7:0]	count,
					input			calculate,
					input			CLKOUTD,
					output	reg		DONE,
					output		[7:0]	d
							);
	reg	[7:0]	registro;
	reg	[7:0]	registro0;
	reg		logico;
	assign	d = registro;
	initial
	begin
		registro=0;
		registro0=0;
		DONE=0;
	end
	always@(posedge CLKOUTD)
	begin
		logico=(registro0[7]||registro0[6]||registro0[5]||registro0[4]||registro0[3]||registro0[2]||registro0[1]||registro0[0]);
		if(reset)
		begin
			registro=0;
			registro0=0;
			DONE=0;
		end
		else
		begin
			if(calculate)
			begin
				registro0 = {count[7:0]};
			end
			if(calculate && logico)
			begin
				registro  = registro0 >> 1; 
				DONE = 1;
			end
		end
	end
endmodule
module	divisorfrec	#(
				parameter top=12'b101101101100 
			)
			(
				input           clk,
				output	reg	CLKOUT
			);
	reg [11:0] count_2924;
	initial
	begin
		CLKOUT=1'b1;
		count_2924=0;
	end
	always @(posedge clk) 
	begin
		count_2924 <= count_2924 + 1;
		if(count_2924 == top)
		begin
			count_2924<=0;
			CLKOUT <= ~CLKOUT;
		end
	end
endmodule
module	divisorfrecd	#(
				parameter top=11'b10110110110 
			)
			(
				input           clk,
				output	reg	CLKOUTD
			);
	reg [10:0] count_1462;
	initial
	begin
		CLKOUTD=1'b1;
		count_1462=0;
	end
	always @(posedge clk) 
	begin
		count_1462 <= count_1462 + 1;
		if(count_1462 == top)
		begin
			count_1462<=0;
			CLKOUTD <= ~CLKOUTD;
		end
	end
endmodule
module	divisorfrecgen	#(
				parameter top=10'b1111101000 
			 )
			(
				input           clk,
				output	reg	CLKOUT1
			);
	reg [9:0] count_1000;
	initial
	begin
		CLKOUT1=1'b0;
		count_1000=0;
	end
	always @(posedge clk) 
	begin
		count_1000 <= count_1000 + 1;
		if(count_1000 == top)
		begin
			count_1000<=0;
			CLKOUT1 <= ~CLKOUT1;
		end
	end
endmodule
module	divisorfrecme	#(
				parameter top=12'b101110111000 
			 )
			(
				input         		clk,
				output     reg     	CLKOUT2
			);
	reg [11:0] count_3000;
	initial
	begin
		CLKOUT2=1'b0;
		count_3000=0;
	end
	always @(posedge clk) 
	begin
			count_3000 <= count_3000 + 1;
			if(count_3000 == top)
			begin
				count_3000<=0;
				CLKOUT2 <= ~CLKOUT2;
			end
	end
endmodule
module	genpulsos	(
				input		pulse,
				input		CLKOUT1,
				input		reset,
				output		trigg
			);
	reg	Doit;
	reg	NoDoit;
	assign trigg=(Doit && ~NoDoit);
	initial
	begin
		Doit<=0;
		NoDoit<=0;
	end
	always@(posedge CLKOUT1)
	begin
		if(reset)
		begin
			Doit<=0;
			NoDoit<=0;
		end
		else
		begin
			if(pulse)
			begin
				Doit<=1'b1;
			end
			if(pulse && Doit)
			begin
				NoDoit<=1'b1;
			end
		end
	end
endmodule
module  maquinadeestados  (
                                  input   clk,
                                  input   orden,
                                  output  ENABLE,
                                  output  reset
                           );
meultrasonido meultrasonido0    (
                                  .reset    ( reset   ),
                                  .ENABLE   ( ENABLE  ),
                                  .CLKOUT2  ( CLKOUT2 ),
                                  .orden    ( orden   )
                                );
divisorfrecme divisorfrecme0    (
                                  .clk      ( clk     ),
                                  .CLKOUT2  ( CLKOUT2 )
                                );
endmodule
module  meultrasonido  (
                            input	CLKOUT2,
                            input	orden,
                            output	reg	ENABLE,
                            output	reg	reset
                          );
	always@(posedge CLKOUT2)
	begin
	case(orden)
		1'b0:	
		begin
			ENABLE <=  0;
	      		reset  <=  1;
		end
		1'b1:
		begin
			reset  <=  0;
	     		ENABLE <=  1;
		end
		default:
		begin
			reset  <=  0;
	     		ENABLE <=  0;
		end
	endcase
	end
endmodule
module	ultrasonido	(
				output [7:0]	d,
				output 		trigg,
				output 		DONE,
				input 		ENABLE,
				input 		ECHO,
				input		clk,
				input		reset
			 );
wire [7:0] count;
divisorfrec	divisorfrec0	(	
					.clk		(	clk		),
					.CLKOUT		(	CLKOUT		)
				);
divisorfrecgen	divisorfrecgen0	(	
					.clk		(	clk		),
					.CLKOUT1	(	CLKOUT1		)
				);
divisorfrecd	divisorfrecd0	(
					.clk		(	clk		),
					.CLKOUTD	(	CLKOUTD		)
				);
genpulsos	genpulsos0	(
					.pulse		(	pulse		),
					.CLKOUT1	(	CLKOUT1		),
					.reset		(	reset		),
					.trigg		(	trigg		)
				);
contador	contador0	(
					.reset		(	reset		),
					.count		(	count		),
					.pulse		(	pulse		),
					.calculate	(	calculate	),
					.ECHO		(	ECHO		),
					.ENABLE		(	ENABLE		),
					.CLKOUT		(	CLKOUT		)
				);
divisor		divisor0	(
					.reset		(	reset		),
					.count		(	count 	),
					.calculate	(	calculate	),
					.DONE		(	DONE		),
					.d		(	d		),
					.CLKOUTD	(	CLKOUTD		)
				);
endmodule
==> metrics.log <==
[flow] summary of implementation run
[metrics] vias in the first global route: between 1500 and 2000
[metrics] crit path DAT: 2.04 ns
[metrics] antenna diode count: 0
[metrics] antenna-violating nets left: 0
[metrics] Die Y: 81.4 um
[metrics] number of max-slew violations in the final report: 0
[metrics] distinct lib cells: 35
[metrics] max-capacitance violation count: 0
[metrics] Async S/R FF share, synth: 0%
[metrics] Max stage delay on crit path: 0.53 ns
[metrics] Dominant flop cell: sky130_fd_sc_hd__dfxtp_1
[metrics] number of cells in Yosys stat: approximately 330
[metrics] chip area: 0.00663 mm2
[metrics] CP Launch Type: flop
[metrics] Peak VDD IR: about 0.40 mV
[metrics] DRC errors left: 0
[metrics] H-tree Lvls: 2
[metrics] Fillers: 524
[metrics] worst hold path stage count: 1
[metrics] yosys warns: 16
[metrics] endpoint with the worst hold slack: ultrasonido0.divisorfrecgen0.count_1000[9]
[metrics] setup repair after global routing missed its margin: no
[metrics] f_max: between 400 and 500 MHz
[metrics] width of the chip: 81.4 um
[metrics] floorplan-stage core utilization: 52.6%
[metrics] Area growth, synth to finish: 9.40%
[metrics] relative max-transition margin: 53.6%
[metrics] Port Buffers: 11
[metrics] Placement Cell Area: 0.00333 mm2
[metrics] Final GP Congestion: 0.885
[metrics] proportion of synthesized chip area in sequential cells: 51.4%
[metrics] violation count after the first detailed-route iteration: around 53
[metrics] type of the worst min-delay path: reg -> reg
[metrics] row cnt: 28
[metrics] largest driver fanout on the critical path: 6
[metrics] worst-path cell with the longest stage delay: sky130_fd_sc_hd__nor3_1
[metrics] overall overflow remaining after global route: 0
[metrics] buffer-and-inverter tally for the worst setup path: 1
[metrics] sequence of cells on the critical path: nand2_1 > or4_1 > nor3_1 > buf_4
[metrics] number of unconstrained endpoints: 39
[metrics] standby leakage power: 0.00139 uW
[metrics] number of clock buffers inserted by TritonCTS: 5
[metrics] routed wire length on met3: 106 um
[metrics] Register-to-Register Path Depth: 4
[metrics] M1 WL: 2540 um
[metrics] global-route wire length before repair: 8280 um
[metrics] count of endpoints failing setup in the final report: 0
[metrics] number of warnings in the stage logs: 29
[metrics] Post-synth EDFFs: 4
[metrics] buffer levels on the longest clock path: 2
[metrics] FF-to-FF Start: ultrasonido0.divisorfrec0.count_2924[8]
[metrics] final-layout setup total negative slack: 0 ns
[metrics] register bit count reported by yosys: between 70 and 80
[metrics] critical register-to-register path endpoint: ultrasonido0.divisorfrec0.CLKOUT
[metrics] DR WL met2: 2040 um
[metrics] fraction of layout cells with a size suffix above 1: 5.00%
[metrics] average via count per standard cell: 4.97
[metrics] worst slack at placement: roughly 1.7 ns
[metrics] number of cells in the finished layout apart from fillers: 415
[metrics] final clock skew: 0.00955 ns
[metrics] number of instances in the synthesized netlist: approximately 330
[metrics] total non-filler cell area in the finished layout: 0.00345 mm2
[metrics] Finished Core Util: 57.6%
[metrics] time the final worst path needs with I/O delays and setup: 2.01 ns
[metrics] Skew-Pair Late Insertion Delay: about 0.30 ns
[metrics] crit share post-route: between 50% and 60%
[metrics] combined area of all synthesized cells: 0.00315 mm2
[metrics] source of the worst hold timing path: ultrasonido0.divisorfrecgen0.count_1000[9]
[metrics] placed insts: 407
[metrics] final setup slack of the worst path: 1.69 ns
[metrics] Worst R2R Setup Slack: roughly 1.7 ns
[metrics] setup fix buffers added after clock tree synthesis: 0
[metrics] uppermost metal layer occupied by signal nets: met4
[metrics] IO Count: 13
[metrics] cts-stage hold buffer count: 0
[metrics] global-route usage over all layers: 16.2%
[metrics] status: completed
[metrics] DP HPWL: 3310 um
[metrics] startpoint-to-endpoint class of the critical path: reg -> reg
[metrics] area used by sequential logic in the layout: 0.00162 mm2
[metrics] yosys synthesis chip area: 0.00315 mm2
[metrics] core outline area: between 0.005 and 0.006 mm2
[metrics] detail-routed net length per standard cell: 11.4 um
[metrics] endpoint type of the worst setup path: flop
[metrics] quantity of gates resized following cts: 0
[metrics] critical path required time: between 3 and 4 ns
[metrics] area used by multi-input combinational logic: 0.00143 mm2
[metrics] Final Hold Viols: 0
[metrics] count of vias placed by the detailed router: 2061
[metrics] WL final: between 4000 and 5000 um
[metrics] number of antenna violations at the first check in global routing: 0
[metrics] Detailed Routing Iterations Pass 1: 5
[metrics] Worst path top cell family by delay: simple AND/OR/NAND/NOR gates
[metrics] Reg clk slew, reported paths: 0.10 ns
[metrics] slew at the pin closest to its max-slew limit: 0.692 ns
[metrics] maximum number of pins on one net before global-route repair: 29
[metrics] Mean Syn Cell Area: 9.61 um2
[metrics] number of register pins that no clock reaches: 30
[metrics] clock root cell: sky130_fd_sc_hd__clkbuf_8
[metrics] power density over the cells: 270 mW/mm2
[metrics] CTS tree: done
[placed cells by master (no fill, tap or decap), drive strengths merged]
master,netlist,final
and3,9,9
xor2,21,21
and2,3,3
a21oi,6,6
edfxtp,4,4
mux2i,16,16
buf,4,2
inv,16,17
or4b,1,1
o21ai,3,3
nand4,11,11
clkdlybuf4s50,0,11
nor4,4,4
nor2b,4,4
xnor2,20,20
bufinv,0,1
or4,3,3
ha,9,9
nor3,10,10
clkbuf,5,5
nand2,14,14
or3,2,2
a31oi,1,1
or2,2,2
clkinv,0,1
conb,1,1
and4,4,4
nand3,15,15
dfxtp,75,75
nor2,65,65
[layer usage]
layer  track usage [%]  vias up
met2              25.3       20
li1                  -     1111
met5                 0        -
met4              1.43        0
met3              2.48        7
met1              25.7      923
[worst max path at each step]
stage,startpoint,end,slack [ns],cells after the start
4_1_cts,ultrasonido0.divisorfrec0.count_2924[8],ultrasonido0.divisorfrec0.CLKOUT,1.70,4
5_1_grt,ultrasonido0.divisorfrec0.count_2924[8],ultrasonido0.divisorfrec0.CLKOUT,1.56,4
6_report,ultrasonido0.divisorfrec0.count_2924[8],ultrasonido0.divisorfrec0.CLKOUT,1.69,4
[synth_stat cells, types with 4 or more instances]
cell type / count / share of area (%)
sky130_fd_sc_hd__ha_1: 9 / 3.6
sky130_fd_sc_hd__a21oi_1: 6 / 0.95
sky130_fd_sc_hd__xnor2_1: 20 / 5.6
sky130_fd_sc_hd__nor4_1: 4 / 0.79
sky130_fd_sc_hd__and3_1: 9 / 1.8
sky130_fd_sc_hd__and4_1: 4 / 1.1
sky130_fd_sc_hd__edfxtp_1: 4 / 3.8
sky130_fd_sc_hd__xor2_1: 21 / 5.8
sky130_fd_sc_hd__clkbuf_1: 4 / 0.48
sky130_fd_sc_hd__mux2i_1: 16 / 5.1
sky130_fd_sc_hd__nand3_1: 15 / 2.4
sky130_fd_sc_hd__dfxtp_1: 75 / 48
sky130_fd_sc_hd__inv_1: 16 / 1.9
sky130_fd_sc_hd__nand4_1: 11 / 2.2
sky130_fd_sc_hd__nand2_1: 14 / 1.7
sky130_fd_sc_hd__nor3_1: 8 / 1.3
sky130_fd_sc_hd__nor2b_1: 4 / 0.79
sky130_fd_sc_hd__nor2_1: 65 / 7.7
[cell families after synthesis]
group,synth area share (%)
buf+inv,3.21
mux,5.08
flops,51.4
simple gates,23.2
fa+ha+maj,3.57
other cells,0.119
xor+xnor,11.4
compound gates,1.98
[per-stage QoR]
step,hold slack (ns),total power [uW]
floorplan,0.431,549
global placement,0.450,550
detailed placement,0.461,550
CTS,0.476,951
global route,0.505,970
finish,0.476,933
[power by group]
part / internal (uW) / switching, uW
Clock: 207 / 188
Combinational: 2.74 / 2.01
Sequential: 533 / 0
Total: 743 / 190
[area by class of cell]
cell class	instances	share of cell area, %
sequential	79	47.0
inverter	16	1.74
tap	75	2.72
multi-input combinational	224	41.5
clock buffer	5	1.99
clock inverter	3	1.45
timing repair buffer	13	3.63
[state kept, by name, summed over array words and instances (netlist names)]
signal / count
ultrasonido0.divisor0.DONE: 1
ultrasonido0.genpulsos0.Doit: 1
maquinadeestados0.meultrasonido0.ENABLE: 1
ultrasonido0.divisorfrecd0.count_1462: 11
ultrasonido0.divisor0.registro0: 8
maquinadeestados0.divisorfrecme0.count_3000: 12
ultrasonido0.divisorfrecgen0.count_1000: 10
maquinadeestados0.divisorfrecme0.CLKOUT2: 1
ultrasonido0.divisorfrecgen0.CLKOUT1: 1
ultrasonido0.contador0.count0: 8
maquinadeestados0.meultrasonido0.reset: 1
ultrasonido0.contador0.pulse: 1
ultrasonido0.divisorfrec0.count_2924: 12
ultrasonido0.genpulsos0.NoDoit: 1
ultrasonido0.divisorfrec0.CLKOUT: 1
ultrasonido0.divisorfrecd0.CLKOUTD: 1
ultrasonido0.contador0.calculate: 1
ultrasonido0.divisor0.registro: 7
Power figures rest on the tool's default switching activity, not on a simulated workload.
