<file path="design/flow/run.sh">
#!/bin/bash
# OpenROAD 26Q1-2900-gdf79404cd8, Yosys 0.63+post, stock flow scripts
make -C /OpenROAD-flow-scripts/flow DESIGN_CONFIG=/design/flow/config.mk WORK_HOME=/design/flow/orfs finish
</file>
<file path="design/flow/config.mk">
export PLATFORM = sky130hd
export DESIGN_NAME = pwm
export DESIGN_NICKNAME = pwm
export VERILOG_FILES = /design/flow/design.v
export SDC_FILE = /design/flow/constraint.sdc
export NUM_CORES = 4
export LEC_CHECK = 1
export CORE_UTILIZATION = 50
</file>
<file path="design/flow/constraint.sdc">
current_design pwm

set clk_period 15.6
set clk_io_pct 0.2

create_clock -name clk0 -period $clk_period [get_ports {clk}]

set non_clock_inputs [all_inputs -no_clocks]
set_input_delay [expr $clk_period * $clk_io_pct] -clock clk0 $non_clock_inputs
set_output_delay [expr $clk_period * $clk_io_pct] -clock clk0 [all_outputs]
</file>
<file path="design/flow/design.v">
`timescale 1ns / 1ps
module pwm(
    input enable,
    input [31:0] period,
    input [31:0] dutty,
    input clk,
    output reg pwm
    );
reg[27:0] counter=28'd0;
reg[15:0] limite;
reg[15:0] activo;
always @(posedge clk) begin
counter <= counter + 28'd1;
     if(counter>=(period-1))
        counter <= 28'd0;
     if(counter <= dutty)
        pwm <= 1;
        else
        pwm <=0;
end
endmodule
</file>
==> results.toml <==
# physical design summary
[global_routing]
grt_overflow = 0
antenna_found_initial = 0
grt_pass1_wl_um = 11000
grt_pass1_vias = 2454
grt_max_degree = 29
grt_usage = 0.211

[setup_path]
reg2reg_depth = 8
path_buffers = 2
crit_slowest_cell = "clkdlybuf4s50_1"
end_kind = "flip-flop"
r2r_start = "counter[26]$_SDFF_PP0_"
startpoint = "period[3]"
cp.required_ns = 15.74
worstSetupStartpointType = "primary input"
r2r_end = "counter[1]$_SDFF_PP0_"
critPathKind = "primary input to flip-flop"
cp_slowest_stage_delay_ns = 0.48
cp.depth = 15
crit_path_max_fanout = 28
critical_path.endpoint = "counter[1]$_SDFF_PP0_"
r2r_slack_ns = 13.23
crit_path_cell_trace = "clkdlybuf4s50_1 -> nor4_1 -> nand2_1 -> or3_4 -> or3_1 -> or3_1 -> xor2_1 -> ha_1 -> nand4_1 -> nor3_1 -> a221oi_1 -> a211oi_1 -> a41o_1 -> buf_4 -> a21boi_0"
path_common_cell = "or3_1"
arrival_ns = 7.41
critical-path-top-delay-family = "simple AND/OR/NAND/NOR gates"

[placement]
port_buffers = 65
placed_cells = 516
place.gp.congestion = 0.870
pre_cts_slack_ns = 8.05
hpwl_um = 5530
placed_area_mm2 = 0.00394

[clock_network]
cts.clk_slew.worst_paths_ns = 0.06
ctsHtreeMaxLevel = 2
clk_latency_ns = 0.27
numCtsBuffers = 5
cts_root_buf = "clkbuf_8"
cts-hold-fix-buffers = 0
cts_tree = "yes"
clock-sinks = 29
postCtsSetupBuffers = 0
clockBufferDepth = 2
cts_resized = 0

[yosys]
largest_area_cell = "ha_1"
synth.area.top_cells = "ha_1, dfxtp_1, xor2_1, xnor2_1, a21oi_2"
seq_area_frac_synth = 0.180
yosysWarnings = 1
avgSynthCellArea_um2 = 8.47
synthCells = 381
top_cell_area_share = 0.225
synth_cell_types = 45
postSynth.topFlopCell = "dfxtp_1"
ys_area_mm2 = 0.00323
numSynthFlops = 29
synth_area_mm2 = 0.00323
async_reset_ff_frac = 0
ys_cells = 381
edf_count = 0

[power]
power_leakage_nw = 1.73
p_int_w = 0.000272
powerDensity_mw_per_mm2 = 118
pwr-share-comb = 0.504
ir_drop_v = 0.0000574
p_seq_frac = 0.367
p_switching_w = 0.000201
netSwitchingFraction = 0.425
clockPowerShare = 0.129

[drt]
drtAntennaViolNets = 0
drc = 0
dr.pass1.iters = 4
drt-total-wl_um = 6680
wire_per_inst_um = 12.8
vias = 2733
viasPerCell = 5.23
n_antenna_cell = 0
drt_iter0_markers = 202

[min_path]
whs_path_depth = 1
hold_path_class = "flip-flop to flip-flop"

[floorplanning]
die_h_um = 82.3
fp_util = 0.532
chip_area_mm2 = 0.00678
rows = 28
io_pins = 67
die_w_um = 82.3
core_area_mm2 = 0.00606

[final_timing]
final-max-slew-violation-count = 0
finalWorstSetupSlack_ns = 8.33
setup-tns-final_ns = 0
finalCriticalPeriod_ns = 7.27
worst_pin_slew_ns = 0.535
finalSetupViolations = 0
fmax_ghz = 0.137
slew_headroom = 0.641
worst_clock_skew_ns = 0.00635
finalHoldViolations = 0
rsz0062_at_grt = "false"
finalClockPeriodUsage = 0.466

[layout]
area_growth_pct = 24.7
finish.instance_area_mm2 = 0.00402
register_area_um2 = 581
mi_logic_area_mm2 = 0.00246
lay_top_count = "clkdlybuf4s50_1"
layout-drive-gt1-share = 0.0938
final_cell_mix = "clkdlybuf4s50_1, ha_1, inv_1"
fill_cells = 507
instances_no_fill = 523

[run_status]
status = "finished, final reports clean"

[run]
openroad.warnings = 27
maxCapViolCount = 0
==> how the worst min path moves through the flow <==
| stage | startpoint | endpoint | slack [ns] |
|---|---|---|---|
| final | counter[0]$_SDFF_PP0_ | counter[0]$_SDFF_PP0_ | 0.48 |
| after CTS | counter[0]$_SDFF_PP0_ | counter[0]$_SDFF_PP0_ | 0.47 |
| after global routing | counter[0]$_SDFF_PP0_ | counter[0]$_SDFF_PP0_ | 0.49 |
==> stage by stage <==
| stage | hold WS, ns | power [W] | util |
|---|---|---|---|
| floorplan | 0.439 | 0.000340 | - |
| global placement | 0.455 | 0.000405 | 0.650 |
| detailed placement | 0.460 | 0.000414 | 0.650 |
| CTS | 0.472 | 0.000475 | 0.664 |
| global route | 0.489 | 0.000525 | 0.664 |
| finish | 0.475 | 0.000473 | 0.664 |
==> cells in the mapped netlist (2+ instances only) <==
cell / instances
ha_1: 58
inv_1: 36
dfxtp_1: 29
xor2_1: 29
a21oi_1: 24
xnor2_1: 22
a21oi_2: 19
nand2_1: 19
nand3_1: 18
nor2_1: 14
nor3_1: 13
nand4_1: 11
a21o_1: 10
nor4_1: 8
o21ai_0: 8
and3_1: 7
or3_4: 5
o21a_1: 4
or3_1: 4
a211oi_1: 3
buf_6: 3
clkbuf_1: 3
nand2b_1: 3
nor2b_1: 3
nor3b_1: 3
or2_2: 3
a41o_1: 2
nor3_2: 2
or4_4: 2
==> state kept, by name (all words and copies together) (netlist names) <==
signal	count
pwm	1
counter	28
==> area by class of cell <==
| cell class | count | area share |
|---|---|---|
| repair buffers | 67 | 0.165 |
| clock buffers | 7 | 0.0215 |
| well taps | 75 | 0.0233 |
| flip-flops and latches | 29 | 0.144 |
| inverters | 36 | 0.0336 |
| multi-input cells | 309 | 0.612 |
==> metal layers <==
layer	up-vias	share of wire	GRT usage
met1	1144	0.56	0.345
met3	7	0.043	0.0111
met5	-	0	0
met2	67	0.38	0.318
li1	1515	-	-
met4	0	0.013	0.0263
==> power groups by stage <==
stage	registers (W)	logic [W]	clock network, W
after CTS	0.000173	0.000240	0.0000617
after global routing	0.000181	0.000279	0.0000653
final	0.000174	0.000238	0.0000612
==> logic make-up (layout without fill, tap and decap cells) <==
logic type / Yosys count / count (layout) / synth area share
DFF: 29 / 29 / 0.180
adders and majority gates: 58 / 58 / 0.225
AOI/OAI and AO/OA: 80 / 80 / 0.181
buffers and inverters: 43 / 110 / 0.0570
xor gates and xnor gates: 51 / 51 / 0.138
and+or+nand+nor: 120 / 120 / 0.219
No activity file was given, so power comes from the tool's default toggle rates.
